==> flow/run.sh <==
#!/bin/bash
# OpenROAD 26Q1-2900-gdf79404cd8, Yosys 0.63+post, stock flow scripts
make -C /OpenROAD-flow-scripts/flow DESIGN_CONFIG=/design/flow/config.mk WORK_HOME=/design/flow/orfs finish
==> flow/config.mk <==
export PLATFORM = sky130hd
export DESIGN_NAME = FSM_2
export DESIGN_NICKNAME = FSM_2
export VERILOG_FILES = /design/flow/design.v
export SDC_FILE = /design/flow/constraint.sdc
export NUM_CORES = 4
export LEC_CHECK = 1
export CORE_AREA = 10 10 70 70
export DIE_AREA = 0 0 80 80
==> flow/constraint.sdc <==
current_design FSM_2

set clk_period 2.4
set clk_io_pct 0.2

create_clock -name clk0 -period $clk_period

set non_clock_inputs [all_inputs -no_clocks]
set_input_delay [expr $clk_period * $clk_io_pct] -clock clk0 $non_clock_inputs
set_output_delay [expr $clk_period * $clk_io_pct] -clock clk0 [all_outputs]
==> flow/design.v <==
 module Dff(data,clk, reset,q);
 input data,clk,reset;
 output q;
 reg q;
 always @(posedge clk or negedge reset)
 if(~reset)begin
 q<=data;
 end
 endmodule
module FSM_1(input wire s1_1, s0_1,ACCESO_2,B4,B3,B2,B1,A4,A3,A2,A1,ATRAS, output wire sf1_1,sf0_1, ACCESO_1, Solicitar_Tarjeta,Solicitar_Pin);  
assign sf1_1 = (s1_1& ~s0_1 & ACCESO_2) |( ~s1_1& s0_1& ~B4& ~B3& ~B2& B1& ~ATRAS);
assign sf0_1 = (~s1_1& s0_1 &~B1& ~ATRAS) |( ~s1_1& ~s0_1& ~A4& ~A3& ~A2 & A1& ~ACCESO_2) ;
assign ACCESOO_1 = (s1_1& ~s0_1& ACCESO_2 ) |( ~s1_1& s0_1& ~B4& ~B3 &~B2 &B1& ~ATRAS);
assign Solicitar_Tarjeta = (s1_1& ~s0_1 & ~ACCESO_2)  |( ~s0_1& ~A1& ~ACCESO_2)  | ( ~s1_1& s0_1& ATRAS);
assign Solicitar_Pin = (~s1_1& s0_1&~ B1& ~ATRAS) | (~s1_1& ~s0_1& ~A4& ~A3& ~A2& A1 &~ACCESO_2);
endmodule
module FSM_2(input wire s2_2,s1_2,s0_2,ACCESO_1, CONSULTA, RETIRO, NEXT, SI, NO, MENU_1, MENU_0, output wire sf2_2,sf1_2,sf0_2,SEL_MENU, RECIBO, ACCESO_2,OTRA_OPE,TARJETA, RETIRO_M, CONSULT_);
assign sf2_2 = (s2_2 &~s1_2& ~s0_2& ~NEXT)  |( ~s2_2& s1_2& ~s0_2& ~SI& NO)  |( ~s2_2& s1_2& s0_2& ~MENU_1& MENU_0);
assign sf1_2 =(~s2_2& ~s1_2& s0_2& NEXT)  | (~s2_2& s1_2& ~s0_2& ~SI &~NO)  |( ~s2_2& s1_2& s0_2& ~MENU_1 & ~MENU_0) |( ~s2_2& ~s1_2& ~s0_2& ACCESO_1& ~CONSULTA &RETIRO) ;
assign sf0_2 =( ~s2_2& s1_2& s0_2& ~MENU_1& ~MENU_0) |(~s2_2& ~s1_2& ~s0_2& ACCESO_1& ~CONSULTA &RETIRO) |( ~s2_2& ~s1_2& ~s0_2& ACCESO_1 &CONSULTA& ~RETIRO) ;
assign SEL_MENU =( s2_2 & ~s1_2& ~s0_2& NEXT)  |( ~s2_2& ~s1_2& ~s0_2& ~CONSULTA& ~RETIRO)  |( ~s2_2& s1_2 &~s0_2& SI & ~NO)|( ~s2_2& s1_2& s0_2& MENU_1& ~MENU_0);
assign RECIBO  = (~s2_2 &~s1_2 & ~s0_2& ACCESO_1& CONSULTA& ~RETIRO) ;
assign ACCESO_2 = (~s2_2 &~s1_2& s0_2& NEXT)  |( s2_2& ~s1_2& ~s0_2& NEXT)|  ( ~s2_2& s1_2 &~s0_2& ~NO)  |( ~s2_2& s1_2& s0_2& ~MENU_0) |(~s2_2& ~s1_2& ~s0_2& ACCESO_1 & ~CONSULTA) |( ~s2_2& ~s1_2& ~s0_2& ACCESO_1& ~RETIRO)  | (~s2_2& ~s1_2& ~s0_2& ~CONSULTA& ~RETIRO) ;
assign OTRA_OPE = (~s2_2& ~s1_2 &s0_2 &NEXT)  |( ~s2_2 &s1_2& ~s0_2& ~SI & ~NO) ;
assign TARJETA = (s2_2 &~s1_2& ~s0_2 & ~NEXT) |( ~s2_2& s1_2 &~s0_2 &~SI & NO ) |(~s2_2& s1_2 &s0_2 &~MENU_1& MENU_0);
assign RETIRO_M = (~s2_2 &s1_2& s0_2& ~MENU_1& ~MENU_0) |( ~s2_2& ~s1_2 &~s0_2 &ACCESO_1& ~CONSULTA& RETIRO) ;
assign CONSULT_ = (~s2_2& ~s1_2& ~s0_2& ACCESO_1& CONSULTA& ~RETIRO) ;
endmodule
 module FSM_3(input wire s3_3,s2_3,s1_3,s0_3,CANT_1,CANT_2,CANT_3,CANT_4,CANT_5,ACCESO_1,VALIDO,INVALIDO,NEXT,SI,NO,OTRO_MON, output wire sf3_3,sf2_3,sf1_3,sf0_3,RETIRO_M,OPCION_1,OPCION_2,OPCION_3,OPCION_4,OPCION_5,VALIDA_,INVALID_,EFECTIVO,OTRA_OPE,MENU_0,MENU_1);
assign sf3_3 = (~s3_3& s2_3& s1_3& ~s0_3 &NEXT) |( s3_3 &~s2_3& ~s1_3& ~s0_3 &~SI)|( s3_3& ~s2_3& ~s1_3 &~s0_3& ~NO)  |( ~s3_3& s2_3& s1_3 &NEXT& ~OTRO_MON);
assign sf2_3 = (~s3_3& s2_3& ~s1_3& ~VALIDO )|( ~s3_3& s2_3& ~s1_3 &~INVALIDO)|(~ s3_3& ~s2_3& s1_3 &~VALIDO  &INVALIDO)  |( ~s3_3 &~s2_3& s1_3 &VALIDO&  ~INVALIDO)|( ~s3_3& s2_3 &s1_3 &~s0_3& ~NEXT)|( ~s3_3&s2_3 &s1_3& ~NEXT& ~OTRO_MON)|( ~s3_3& ~s2_3& ~s1_3 &~s0_3 &~CANT_1 &~CANT_2 &~CANT_3 &~CANT_4 &CANT_5 &ACCESO_1 )| ( ~s3_3&~s2_3& ~s1_3& ~s0_3& ~CANT_1 &~CANT_2& ~CANT_3 &CANT_4& ~CANT_5& ACCESO_1)  |( ~s3_3& ~s1_3& s0_3& ~VALIDO  &INVALIDO)|( ~s3_3& ~s1_3& s0_3 &VALIDO & ~INVALIDO) ;
assign sf1_3 = (~s3_3 & ~s2_3 & s1_3 & ~VALIDO)|( ~s3_3 & ~s2_3 & s1_3& ~INVALIDO)|(~s3_3 & s2_3 & ~s1_3 & ~VALIDO & INVALIDO)|( ~s3_3 & s2_3 & ~s1_3 & VALIDO & ~INVALIDO)|(~s3_3 & s2_3 & s1_3 & ~s0_3 & ~NEXT)|( ~s3_3 & s2_3 & s1_3 & ~NEXT & ~OTRO_MON)|( s3_3 & ~s2_3 & ~s1_3 & ~s0_3 & ~SI & NO)|(~s3_3 & ~s3_3 & ~s1_3 & ~s0_3 & ~CANT_1 & ~CANT_2 & CANT_3 & ~CANT_4 & ~CANT_5 & ACCESO_1)|( ~s3_3 & ~s2_3 & ~s1_3 & ~s0_3 & ~CANT_1 & CANT_2 & ~CANT_3 & ~CANT_4 & ~CANT_5 & ACCESO_1 )|( ~s3_3 & ~s1_3 & s0_3 & ~VALIDO & INVALIDO )|( ~s3_3&  ~s1_3 & s0_3 & VALIDO & ~INVALIDO) ;
assign sf0_3 = (~s3_3 & ~s2_3& s0_3& ~VALIDO)|( ~s3_3& ~s1_3& s0_3& ~VALIDO)|(~s3_3 & ~s2_3& s1_3 & ~VALIDO& INVALIDO)|(~s3_3& s2_3& ~s1_3 & ~VALIDO& INVALIDO)|(s3_3 & ~s2_3& ~s1_3 & ~s0_3 & SI & ~NO)|(~s3_3& s2_3& s1_3& s0_3 & ~NEXT & ~OTRO_MON)|(~s3_3& ~s2_3 & ~s1_3 & ~s0_3& ~CANT_1 & ~CANT_2 & ~CANT_3 & ~CANT_4 & CANT_5 &ACCESO_1)|(~s3_3& ~s2_3& ~s1_3 & ~s0_3& ~CANT_1& ~CANT_2& CANT_3& ~CANT_4 & ~CANT_5 & ACCESO_1 )|( ~s3_3 & ~s2_3 & ~s1_3 & ~s0_3 & CANT_1 & ~CANT_2 & ~CANT_3 & ~CANT_4 & ~CANT_5 &ACCESO_1) ;
assign RETIRO_M = (~s3_3& s2_3& s1_3 & s0_3& ~NEXT& OTRO_MON)|( ~s3_3& ~s2_3& ~s1_3& ~s0_3& ~CANT_1& ~CANT_2 & ~CANT_3 & ~CANT_4 & ~CANT_5 & ACCESO_1 & ~VALIDO & ~INVALIDO & ~NEXT& ~SI & ~NO) ;
assign OPCION_1 = (~s3_3 & ~s2_3 & ~s1_3 & s0_3 & ~VALIDO & ~INVALIDO)|(~s3_3 & ~s2_3 & ~s1_3 & ~s0_3 & CANT_1 & ~CANT_2 & ~CANT_3 & ~CANT_4 & ~CANT_5 & ACCESO_1) ;
assign OPCION_2 = (~s3_3 & ~s2_3 & s1_3 & ~s0_3 & ~VALIDO & ~INVALIDO)|(~s3_3 & ~s2_3 & ~s1_3 & ~s0_3 & ~CANT_1 & CANT_2 & ~CANT_3 & ~CANT_4 & ~CANT_5 & ACCESO_1) ;
assign OPCION_3 = (~s3_3 & ~s2_3 & s1_3 & s0_3 & ~VALIDO  & ~INVALIDO)|(~s3_3 & ~s2_3 & ~s1_3 & ~s0_3 & ~CANT_1 & ~CANT_2 & CANT_3 & ~CANT_4 & ~CANT_5 & ACCESO_1) ;
assign OPCION_4 = (~s3_3& s2_3& ~s1_3 & ~s0_3 & ~VALIDO & ~INVALIDO)|(~s3_3 & ~s2_3& ~s1_3& ~s0_3& ~CANT_1& ~CANT_2 & ~CANT_3 & CANT_4 & ~CANT_5 & ACCESO_1) ;
assign OPCION_5 = (~s3_3 &s2_3& ~s1_3& s0_3 & ~VALIDO & ~INVALIDO)|(~s3_3& ~s2_3& ~s1_3& ~s0_3& ~CANT_1 & ~CANT_2 & ~CANT_3 & ~CANT_4 & CANT_5 & ACCESO_1) ;
assign VALIDA_ = (~s3_3 & ~s2_3 & s1_3 & VALIDO & ~INVALIDO)|(~s3_3 & s2_3& ~s1_3 & VALIDO & ~INVALIDO)|( ~s3_3& s2_3 & s1_3 & ~s0_3 & ~NEXT)|(~s3_3 & ~s1_3 & s0_3 & VALIDO & ~INVALIDO) ;
assign INVALID_ =(~s3_3 & ~s2_3& s1_3 & ~VALIDO & INVALIDO)|(~s3_3 & s2_3 & ~s1_3& ~VALIDO & INVALIDO)|(~s3_3 & s2_3& s1_3 & s0_3 & ~NEXT & ~OTRO_MON)|(~s3_3& ~s1_3& s0_3 & ~VALIDO & INVALIDO) ;
assign EFECTIVO = (~s3_3& ~s2_3& s1_3& VALIDO &  ~INVALIDO)|(~s3_3 & s2_3 & ~s1_3 & VALIDO & ~INVALIDO)|(~s3_3 & s3_3 & s1_3& ~s0_3& ~NEXT)|(~s3_3 & ~s1_3 & s0_3 & VALIDO&  ~INVALIDO) ;
assign OTRA_OPE = (~s3_3 & s2_3 & s1_3 & ~s0_3 & NEXT) |( ~s3_3& s2_3 & s1_3 & NEXT & ~OTRO_MON)|(s3_3 & ~s2_3 & ~s1_3 & ~s0_3 & ~SI & ~NO);
assign MENU_0 = (s3_3 & ~s2_3 & ~s1_3 & ~s0_3& ~SI& NO) ;
assign MENU_1 = (s3_3 & ~s2_3 & ~s1_3 & ~s0_3& SI& ~NO) ;
 endmodule
==> flow_metrics.py <==
# Auto-generated metrics
metrics = {
    "finish": {
        "sequential_cell_total": 0,
        "final-comb-area_um2": 267,
        "filler_cell_count": 384,
        "layout-area-overhead-vs-synth_pct": 118,
        "clockBufferCount": 0,
        "seqCellArea_um2": 0,
        "layout_top_cell_excl_fill_tap": "clkdlybuf4s50_1",
        "fin_util_pct": 17.4,
        "lay_top_cells": "clkdlybuf4s50_1 (9), buf_4 (8), dlygate4sd2_1 (6), nor3b_2 (4)",
        "layout_cells_sized_above_1_pct": 37.7,
    },
    "critical_path": {
        "critical_path.endpoint_type": "output pin",
        "worstSetupPathType": "input pin to output pin",
        "cp.required_ns": 1.92,
        "timing.critical_path.cells": "clkdlybuf4s50_1, nand3b_1, o21ai_1, clkdlybuf4s50_1",
        "timing.critical_path.mode_cell": "clkdlybuf4s50_1",
        "cp_max_fo": 4,
        "startpoint_type": "input pin",
        "cpPeakStageDelay_ns": 0.48,
        "slowest_stage": "clkdlybuf4s50_1",
        "crit_arrival_ns": 1.82,
    },
    "routing": {
        "post-route-drc-count": 0,
        "avgRoutedWirePerCell_um": 10.5,
        "vias_per_cell": 3.48,
        "wirelength_um": 1120,
        "drt-pass1-iter-count": 4,
        "drt_first_iter_violations": 5,
        "antenna_fix_cells": 0,
        "num_vias": 372,
        "ant_nets": 0,
    },
    "job": {
        "stage_log_warnings": 32,
        "cap_viol_max_count": 0,
    },
    "yosys": {
        "ys_chip_area_um2": 273,
        "yosysWarnings": 0,
        "ys_seq_share_pct": 0,
        "synth.avg_cell_area_um2": 7.79,
        "yosysUniqueCellTypes": 25,
        "yosys_cell_count": 35,
        "synth.cell_area_um2": 273,
        "post_synth_inst_count": 35,
    },
    "final_timing": {
        "final_hold_viol_count": 0,
        "tightestPinTransition_ns": 0.272,
        "grt_setup_unrepaired": "no",
        "layout_worst_path_cycle_share_pct": 95.7,
        "setup_violations": 0,
        "final.setup.tns_ns": 0,
        "relSlewSlack_pct": 81.8,
        "fmax_mhz": 435,
        "final.min_clock_period_ns": 2.30,
        "finalMaxSlewViolations": 0,
    },
    "power": {
        "p_seq_share_pct": 0,
        "leakagePower_nw": 0.270,
        "p_comb_share_pct": 100.0,
        "max-vdd-ir-drop_v": 0.0000142,
        "sw_frac_of_total_pct": 39.7,
        "part_of_the_power_in_the_clock_network_pct": 0,
        "intPower_w": 0.0000454,
        "switching_power_w": 0.0000299,
        "powerDensity_mw_per_mm2": 127,
        "overall_power_consumption_w": 0.0000753,
    },
    "grt": {
        "pin_count_of_the_biggest_net_entering_global_routing": 9,
        "global_route_wire_length_before_repair_um": 1730,
        "grt_overflow": 0,
        "antenna_violations_before_repair": 0,
        "global_route.usage.total_pct": 3.28,
        "grt_pass1_vias": 349,
    },
    "hold_path": {
        "min_delay_worst_endpoint": "ACCESO_2",
        "worst_hold_startpoint": "NEXT",
        "hold_path_cells": 5,
        "min-delay-path-class": "input pin to output pin",
    },
    "placement": {
        "final_replace_weighted_congestion": 0.841,
        "post-dp-hpwl_um": 953,
        "portBuffers": 21,
    },
    "floorplan": {
        "chip_area_mm2": 0.00640,
        "initial_core_util_pct": 7.99,
        "design.portCount": 21,
        "fp-row-count": 21,
        "floorplan.core_area_mm2": 0.00342,
        "die_x_um": 80,
        "dieHeight_um": 80,
    },
    "outcome": {
        "outcome": "completed",
    },
}
## power by group through the flow
stage	sequential (W)	clock [W]	combinational, W
5_1_grt	0	0	0.0000817
4_1_cts	0	0	0.0000746
6_report	0	0	0.0000753
## synth_stat cells
master    number  area, µm²
a21oi_1        2       10.0
and2_1         2       12.5
and3b_1        1       8.76
buf_4          3       22.5
buf_6          1       11.3
inv_1          1       3.75
mux2i_1        1       10.0
nand2_1        1       3.75
nand2b_1       1       6.26
nand3_1        1       5.00
nand3b_1       1       7.51
nand3b_2       1       11.3
nor2_1         1       3.75
nor2_2         2       12.5
nor3_1         1       5.00
nor3b_1        2       15.0
nor3b_2        2       25.0
nor4b_4        1       23.8
o21ai_0        3       15.0
o21ai_1        2       10.0
o221ai_1       1       8.76
o221ai_2       1       15.0
o32a_1         1       10.0
or2b_1         1       7.51
xnor2_1        1       8.76
## worst max-delay path, delay by kind of cell
family	cells	cell delay, ns
buffers and inverters	2	0.95
and+or+nand+nor	1	0.27
AOI/OAI and AO/OA	1	0.12
## worst max path at each step
stage / endpoint / startpoint / cells after the start / slack, ns
6_report: sf0_2 / MENU_0 / 4 / 0.10
5_1_grt: sf0_2 / s2_2 / 5 / 0.03
4_1_cts: sf2_2 / NO / 5 / 0.003
## cell families after synthesis
kind of cell | count (synthesis) | share of synthesized area, %
simple gates | 18 | 54.1
compound gates | 10 | 25.2
mux | 1 | 3.67
xor+xnor | 1 | 3.21
buf+inv | 5 | 13.8
## area by class of cell
type,count,area share [%]
Tap cell,46,9.68
Timing Repair Buffer,30,44.8
Multi-Input combinational cell,30,44.8
Inverter,1,0.632
## timing repair
action | CTS | global route
resized | 15 | 13
gates cloned | 0 | 0
setup buffers | 3 | 2
hold buffers | 0 | 0
pin swaps | 5 | 10
endpoints found under the setup margin | 10 | 7
## stage by stage
stage,cell area (µm²),hold slack (ns),setup slack (ns),instances
final,594,1.51,0.104,107
after global routing,594,1.58,0.0286,107
after floorplan,273,0.979,0.765,35
after global placement,537,1.98,-0.199,102
after detailed placement,537,1.98,-0.219,102
after CTS,566,1.71,0.00253,105
## metal layers
| layer | up-vias | GRT usage [%] | part of all wire (%) |
|---|---|---|---|
| met5 | - | 0 | 0 |
| li1 | 182 | - | - |
| met4 | 0 | 0.528 | 1.7 |
| met2 | 8 | 7.22 | 62 |
| met1 | 180 | 2.83 | 31 |
| met3 | 2 | 0.682 | 5.0 |
Power is estimated from default activity; no workload was simulated.
